==> flow/design.v <==
module Verilog1(clk, lcd_e, lcd_rs, lcd_rw, reset, cs1, cs2, lcd_data);
	input clk;
	output reg lcd_e, lcd_rs, lcd_rw;
	output reg cs1, cs2, reset;
	output reg [7:0]lcd_data;
	reg [21:0]divider;
	reg [8:0] count;
	reg already_on=0;
	integer i=0, n=0;
	wire sclk;
	always @ (posedge clk)
	begin
		divider <= divider + 1;
	end
	assign sclk = divider[8];
	always@(posedge sclk)
	begin
		count <= count + 1;
		cs1 <= 1;
		cs2 <= 1;
		reset <= 1;
		if(count <= 9)
			begin lcd_rs <= 0; lcd_rw <= 0; lcd_e <= 0; lcd_data <= 8'b00000000; end
		else if(count == 10)
			begin lcd_rs <= 0; lcd_rw <= 0; lcd_data <= 8'b00111111; lcd_e <= 1; end
		else if(count == 11)
			lcd_e <= 0;
		else if(count == 12)
			begin lcd_rs <= 0; lcd_rw <= 0; lcd_data <= 8'b10111100; lcd_e <= 1; end
		else if(count == 13)
			lcd_e <= 0;
		else if(count == 14)
			begin lcd_rs <= 0; lcd_rw <= 0; lcd_data <= 8'b01000000; lcd_e <= 1; end
		else if(count == 15)
			lcd_e <= 0;
		else
			begin
				if(!already_on)
					begin
					if(i < 64)
					begin
						if(i > 55 && i < 60)
							begin lcd_rs <= 1; lcd_rw <= 0; lcd_data <= 8'b11111111; lcd_e <= 1; i=i+1; already_on <= 1; end
						else if (i > 50)
							begin lcd_rs <= 1; lcd_rw <= 0; lcd_data <= 8'b00111100; lcd_e <= 1; i=i+1; already_on <= 1; end
						else if (i <= n && i > n-5 && n <= 50)
							begin lcd_rs <= 1; lcd_rw <= 0; lcd_data <= 8'b00111100; lcd_e <= 1; i=i+1; already_on <= 1; end
						else if (i <= n-5 && i > n-10 && n <= 50)
							begin lcd_rs <= 1; lcd_rw <= 0; lcd_data <= 8'b11111111; lcd_e <= 1; i=i+1; already_on <= 1; end
						else if (n > 50)
							begin n=0; end
						else
							begin lcd_rs <= 1; lcd_rw <= 0; lcd_data <= 8'b00000000; lcd_e <= 1; i=i+1; already_on <= 1; end
					end	
					end
				else
					begin
					n=n+1;
					already_on <= 0;
					lcd_e <= 0;
					end
			end
	end
endmodule
==> flow/run.sh <==
#!/bin/bash
# OpenROAD 26Q1-2900-gdf79404cd8, Yosys 0.63+post, stock flow scripts
make -C /OpenROAD-flow-scripts/flow DESIGN_CONFIG=/design/flow/config.mk WORK_HOME=/design/flow/orfs finish
==> flow/config.mk <==
export PLATFORM = sky130hd
export DESIGN_NAME = Verilog1
export DESIGN_NICKNAME = Verilog1
export VERILOG_FILES = /design/flow/design.v
export SDC_FILE = /design/flow/constraint.sdc
export NUM_CORES = 4
export LEC_CHECK = 1
export CORE_UTILIZATION = 50
==> flow/constraint.sdc <==
current_design Verilog1

set clk_period 3.2
set clk_io_pct 0.2

create_clock -name clk0 -period $clk_period [get_ports {clk}]

set non_clock_inputs [all_inputs -no_clocks]
set_input_delay [expr $clk_period * $clk_io_pct] -clock clk0 $non_clock_inputs
set_output_delay [expr $clk_period * $clk_io_pct] -clock clk0 [all_outputs]
==> flow_summary.yaml <==
# yosys + openroad results
synthesis:
  yosysUniqueCellTypes: 69
  yosys_warnings: 1
  netlist_area_sq_um: 7960
  ys.flops: 89
  ys_cells: 870
  edf_count: 65
  ys_seq_frac: 0.306
  syn-instance-count: 870
  async_reset_ff_frac: 0
  flop_cell: "edfxtp_1"
  syn_area_per_cell_sq_um: 9.15
  ys_chip_area_sq_um: 7960
detailed_routing:
  via_per_inst: 5.67
  dr.pass1.iters: 4
  num_vias: 6065
  wl_per_cell_um: 17.1
  wl_mm: 18.3
  ant_nets: 0
  n_antenna_cell: 0
  drtIter0Drc: 335
  drc: 0
sta:
  tns_ns: 0
  finalCritPeriodShare: 0.369
  tightest_slew_ns: 0.768
  max-slew-margin-rel: 0.481
  unconstrained_endpoints: 155
  layout_setup_ws_ns: 2.02
  hold_violations: 0
  whs_ns: 0.429
  finalSetupViolCount: 0
  rsz0062_at_grt: "false"
  slew_viol_final: 0
  final.min_clock_period_ns: 1.18
  skew_ns: 0.000689
  max_freq_mhz: 846
  unclocked_regs: 80
floorplan:
  die_area_sq_um: 16400
  core.rowCount: 45
  die_h_um: 128
  core_area_sq_um: 15400
  ios: 15
  initial_core_util: 0.518
  die_w_um: 128
worst_setup_path:
  reg2reg_depth: 4
  rrSetupSlack_ns: 2.02
  worstSetupPathType: "flip-flop to flip-flop"
  start_kind: "flip-flop"
  cp-end-kind: "flip-flop"
  path_max_fanout: 4
  critPathArrivalTime_ns: 1.30
  crit_required_ns: 3.32
  r2r_end: "divider[7]$_DFF_P_"
  r2r-start: "divider[2]$_DFF_P_"
pwr:
  powerDensity_nw_per_um2: 39.5
  power_uw: 327
  leakagePower_uw: 0.00319
  peakVddDrop_mv: 0.307
clocking:
  cts_setup_buffers: 0
  cts_buffers: 3
  htreeDepth: 1
  cts.path.max_buffers: 2
  cts_tree: "yes"
  clk_latency_ns: 0.23
  cts-root-buf: "clkbuf_16"
  clk_pin_slew_ns: 0.04
  cts_resized: 0
  cts-hold-fix-buffers: 0
worst_hold_path:
  min_to: "divider[8]$_DFF_P_"
  holdPathStages: 1
  worstHoldStart: "divider[8]$_DFF_P_"
  hp-class: "flip-flop to flip-flop"
placement:
  dp_cells: 1065
  gp_congestion: 0.985
  place.detailed.hpwl_mm: 15.0
  preCtsSetupSlack_ns: 2.07
  portBuffers: 10
global_route:
  grt_max_degree: 81
  antenna_found_initial: 0
  grt_pass1_wl_mm: 30.2
  overflow: 0
  global_route.usage.total: 0.243
  first_global_vias: 5841
cells_and_area:
  drive_above_1_share: 0.0420
  fillers: 1360
  stdcell_count: 1069
  syn2layout_area_growth_pct: 3.99
job:
  cap_violations: 0
  log.warning_count: 34
outcome:
  status: "finished clean"
## worst max-delay path, cell delays in order, from the launching register on
cell,delay (ns)
dfxtp_1,0.38
and3_1,0.22
and2_1,0.19
nand4_1,0.13
xnor2_1,0.14
## per-layer routing
metal  GRT usage  vias to the layer above  share of wire
met5           0                        -              0
met4      0.0332                        0          0.016
met3     0.00850                       15          0.038
met2       0.374                      116           0.44
met1       0.403                     2843           0.51
li1            -                     3091              -
## layout by cell type (no fill, tap or decap), drive strengths merged, types with 3 or more instances in the layout
cell type      count
and4              11
o21ai             21
clkdlybuf4s50     10
nor3              29
a21oi             40
xnor2            117
nor2b              6
inv               42
ha               107
buf                4
clkinv             4
a21boi             4
nand4             35
conb               4
nand3             51
dfxtp             24
clkbuf             4
nand2             81
nor4              21
a211o              3
or3                3
o31ai              5
xor2              15
a2111oi            3
and2              35
a21o              10
and3               7
o21a               8
nand2b             3
edfxtp            65
a211oi             3
nor2              51
or4                3
## synth_stat cells, types with 15 or more instances
cell,n,share of area
nor2_1,51,0.024
edfxtp_1,65,0.25
nor3_1,25,0.016
a21oi_1,39,0.025
ha_1,107,0.17
nand4_1,34,0.027
inv_1,37,0.017
xnor2_1,117,0.13
dfxtp_1,24,0.060
nand3_1,50,0.031
and2_1,35,0.028
xor2_1,15,0.017
nand2_1,80,0.038
## stage by stage
step | cell area [sq um] | util
detailed placement | 8200 | 0.533
finish | 8280 | 0.539
global route | 8280 | 0.539
global placement | 8200 | 0.533
floorplan | 7970 | -
CTS | 8280 | 0.539
## how the worst max path moves through the flow
stage,startpoint,endpoint,depth (start not counted)
CTS,divider[2]$_DFF_P_,divider[7]$_DFF_P_,4
global route,divider[2]$_DFF_P_,divider[7]$_DFF_P_,4
finish,divider[2]$_DFF_P_,divider[7]$_DFF_P_,4
## where the power goes
group / switching, uW / leakage (uW) / internal (uW) / total, uW
Sequential: 0 / 0.000938 / 113 / 113
Clock: 48.4 / 0.0000382 / 166 / 214
Combinational: 0.130 / 0.00222 / 0 / 0.132
Total: 48.5 / 0.00319 / 279 / 327
## kinds of logic after synthesis
family | share of synthesized area
and+or+nand+nor | 0.236
xor gates and xnor gates | 0.145
AOI/OAI and AO/OA | 0.0963
adders and majority gates | 0.168
DFF | 0.306
buffers and inverters | 0.0437
muxes | 0.00393
other | 0.000943
## cell type report
| cell class | count | area, sq um | area share |
|---|---|---|---|
| inverter | 46 | 173 | 0.0209 |
| tap | 211 | 264 | 0.0319 |
| sequential | 89 | 2430 | 0.294 |
| clock buffer | 4 | 78.8 | 0.00952 |
| timing repair buffer | 14 | 130 | 0.0157 |
| multi-input combinational | 705 | 5200 | 0.628 |
## state kept, by name, summed over array words and instances (netlist names)
signal and cells:
divider 9, i 32, lcd_data 4, already_on 1, lcd_e 1, lcd_rs 1
n 32, count 9
Power figures rest on the tool's default switching activity, not on a simulated workload.
