### design/flow/config.mk
export PLATFORM = sky130hd
export DESIGN_NAME = matrixtest
export DESIGN_NICKNAME = matrixtest
export VERILOG_FILES = /design/flow/design.v
export SDC_FILE = /design/flow/constraint.sdc
export NUM_CORES = 4
export LEC_CHECK = 1
export CORE_UTILIZATION = 50
### design/flow/run.sh
#!/bin/bash
# OpenROAD 26Q1-2900-gdf79404cd8, Yosys 0.63+post, stock flow scripts
make -C /OpenROAD-flow-scripts/flow DESIGN_CONFIG=/design/flow/config.mk WORK_HOME=/design/flow/orfs finish
### design/flow/constraint.sdc
current_design matrixtest

set clk_period 59.7
set clk_io_pct 0.2

create_clock -name clk0 -period $clk_period [get_ports {clk}]

set non_clock_inputs [all_inputs -no_clocks]
set_input_delay [expr $clk_period * $clk_io_pct] -clock clk0 $non_clock_inputs
set_output_delay [expr $clk_period * $clk_io_pct] -clock clk0 [all_outputs]
### design/flow/design.v
module matrixtest(clk, lcd_e, lcd_rs, lcd_rw, reset, cs1, cs2, lcd_data, right, left);
	input clk,right, left;
	output reg lcd_e, lcd_rs, lcd_rw;
	output reg cs1, cs2, reset;
	output reg [7:0]lcd_data;
	reg [28:0]divider;
	reg [8:0] count;
	reg already_on=0;
	reg[7:0] mem[0:7][0:127];
	reg[7:0] temp1, temp2, temp3, temp4, temp5;
	reg temp6;
	reg[127:0] lane6 = 128'b00000000000000000000000000000000000000001111100000000000000000000000000111111000000000000000000000000000000000000000000000000000;
	reg left_prev ;
	integer move1=0, pos6 =0,move2 =0 , move3 = 0, move4= 0, move5 =0, move6 = 0;
	integer timer = 0 ;
	integer init1 = 0, init2 =0 ,init3 =0, init4 = 0, init5 =0, init6 = 0;
	integer col = 0;
	integer i = 0;
	integer page = 0;
	integer sheep_col = 26;
	wire sclk;
	always@(*) begin
	mem[0][109][4:0] = 5'b11111; 
	mem[0][110][4:0] = 5'b10001; 
	mem[0][111][4:0] = 5'b10111; 
	mem[0][112][4:0] = 5'b10101; 
	mem[0][113][4:0] = 5'b11111;
	mem[0][115][4:0] = 5'b01010;
	end
	always@(negedge divider[24]) begin
	timer = (timer == 99)? 0 : (timer +1) ;
	case(timer/10)
	0:
		begin
		mem[0][120][4:0] = 5'b01110;
		mem[0][119][4:0] = 5'b10001;
		mem[0][118][4:0] = 5'b10001;
		mem[0][117][4:0] = 5'b01110;
		end
	1:
		begin
		mem[0][120][4:0] = 5'b10000;
		mem[0][119][4:0] = 5'b11111;
		mem[0][118][4:0] = 5'b10010;
		mem[0][117][4:0] = 5'b00000;
		end
	2:
		begin
		mem[0][120][4:0] = 5'b10010;
		mem[0][119][4:0] = 5'b10101;
		mem[0][118][4:0] = 5'b11001;
		mem[0][117][4:0] = 5'b10010;
		end
	3:
		begin
		mem[0][120][4:0] = 5'b01010;
		mem[0][119][4:0] = 5'b10101;
		mem[0][118][4:0] = 5'b10101;
		mem[0][117][4:0] = 5'b10001;		
		end
	4:
	begin
		mem[0][120][4:0] = 5'b11111;
		mem[0][119][4:0] = 5'b01010;
		mem[0][118][4:0] = 5'b01100;
		mem[0][117][4:0] = 5'b01000;	
	end
	5:
	begin
		mem[0][120][4:0] = 5'b01001;
		mem[0][119][4:0] = 5'b10101;
		mem[0][118][4:0] = 5'b10101;
		mem[0][117][4:0] = 5'b10111;
	end
	6:
	begin
		mem[0][120][4:0] = 5'b01000;
		mem[0][119][4:0] = 5'b10101;
		mem[0][118][4:0] = 5'b10101;
		mem[0][117][4:0] = 5'b01110;
	end
	7:
	begin
		mem[0][120][4:0] = 5'b00011;
		mem[0][119][4:0] = 5'b00101;
		mem[0][118][4:0] = 5'b01001;
		mem[0][117][4:0] = 5'b10001;
	end
	8:
	begin
		mem[0][120][4:0] = 5'b01010;
		mem[0][119][4:0] = 5'b10101;
		mem[0][118][4:0] = 5'b10101;
		mem[0][117][4:0] = 5'b01010;
	end
	9: begin
		mem[0][120][4:0] = 5'b01110;
		mem[0][119][4:0] = 5'b10101;
		mem[0][118][4:0] = 5'b10101;
		mem[0][117][4:0] = 5'b00010;
		end
	default : 
		begin
		mem[0][120][4:0] = 5'b01110;
		mem[0][119][4:0] = 5'b10001;
		mem[0][118][4:0] = 5'b10001;
		mem[0][117][4:0] = 5'b01110;
	end
	endcase
		case(timer%10)
	0:
		begin
		mem[0][125][4:0] = 5'b01110;
		mem[0][124][4:0] = 5'b10001;
		mem[0][123][4:0] = 5'b10001;
		mem[0][122][4:0] = 5'b01110;
		end
	1:
		begin
		mem[0][125][4:0] = 5'b10000;
		mem[0][124][4:0] = 5'b11111;
		mem[0][123][4:0] = 5'b10010;
		mem[0][122][4:0] = 5'b00000;
		end
	2:
		begin
		mem[0][125][4:0] = 5'b10010;
		mem[0][124][4:0] = 5'b10101;
		mem[0][123][4:0] = 5'b11001;
		mem[0][122][4:0] = 5'b10010;
		end
	3:
		begin
		mem[0][125][4:0] = 5'b01010;
		mem[0][124][4:0] = 5'b10101;
		mem[0][123][4:0] = 5'b10101;
		mem[0][122][4:0] = 5'b10001;		
		end
	4:
	begin
		mem[0][125][4:0] = 5'b11111;
		mem[0][124][4:0] = 5'b01010;
		mem[0][123][4:0] = 5'b01100;
		mem[0][122][4:0] = 5'b01000;	
	end
	5:
	begin
		mem[0][125][4:0] = 5'b01001;
		mem[0][124][4:0] = 5'b10101;
		mem[0][123][4:0] = 5'b10101;
		mem[0][122][4:0] = 5'b10111;
	end
	6:
	begin
		mem[0][125][4:0] = 5'b01000;
		mem[0][124][4:0] = 5'b10101;
		mem[0][123][4:0] = 5'b10101;
		mem[0][122][4:0] = 5'b01110;
	end
	7:
	begin
		mem[0][125][4:0] = 5'b00011;
		mem[0][124][4:0] = 5'b00101;
		mem[0][123][4:0] = 5'b01001;
		mem[0][122][4:0] = 5'b10001;
	end
	8:
	begin
		mem[0][125][4:0] = 5'b01010;
		mem[0][124][4:0] = 5'b10101;
		mem[0][123][4:0] = 5'b10101;
		mem[0][122][4:0] = 5'b01010;
	end
	9: begin
		mem[0][125][4:0] = 5'b01110;
		mem[0][124][4:0] = 5'b10101;
		mem[0][123][4:0] = 5'b10101;
		mem[0][122][4:0] = 5'b00010;
		end
	default : 
		begin
		mem[0][125][4:0] = 5'b01110;
		mem[0][124][4:0] = 5'b10001;
		mem[0][123][4:0] = 5'b10001;
		mem[0][122][4:0] = 5'b01110;
	end
	endcase
	end
	always@(negedge divider[21]) begin
	if (init1 == 0) begin
		mem[1][0] = 8'b11111100;
		mem[1][1] = 8'b11111100;
		mem[1][2] = 8'b11111100;
		mem[1][3] = 8'b11111100;
		mem[1][4] = 8'b11111100;
		mem[1][5] = 8'b11111100;
		mem[1][15] = 8'b11111100;
		mem[1][16] = 8'b11111100;
		mem[1][17] = 8'b11111100;
		mem[1][18] = 8'b11111100;
		mem[1][19] = 8'b11111100;
		mem[1][20] = 8'b11111100;
		mem[1][50] = 8'b11111100;
		mem[1][51] = 8'b11111100;
		mem[1][52] = 8'b11111100;
		mem[1][53] = 8'b11111100;
		mem[1][54] = 8'b11111100;
		mem[1][55] = 8'b11111100;
		init1 = 1;
	end
		temp1[7:0] = mem[1][0][7:0] ;
		for ( move1 = 0; move1 < 127 ; move1 = move1+1) begin
			mem[1][move1][7:0] = mem[1][move1+1][7:0] ;
		end
		mem[1][127][7:0] = temp1[7:0];
end
always@(negedge divider[21]) begin
	if (init2 == 0) begin
		mem[2][0] = 8'b11111100;
		mem[2][1] = 8'b11111100;
		mem[2][2] = 8'b11111100;
		mem[2][3] = 8'b11111100;
		mem[2][4] = 8'b11111100;
		mem[2][5] = 8'b11111100;
		init2 = 1;
	end
		temp2[7:0] = mem[2][127][7:0] ;
		for ( move2 = 127; move2 > 0 ; move2 = move2-1) begin
			mem[2][move2][7:0] = mem[2][move2-1][7:0] ;
		end
		mem[2][0][7:0] = temp2[7:0];
end
	always@(negedge divider[22]) begin
	if (init3 == 0) begin
		mem[3][0] = 8'b11111100;
		mem[3][1] = 8'b11111100;
		mem[3][2] = 8'b11111100;
		mem[3][3] = 8'b11111100;
		mem[3][4] = 8'b11111100;
		mem[3][5] = 8'b11111100;
		init3 = 1;
	end
		temp3[7:0] = mem[3][0][7:0] ;
		for ( move3 = 0; move3 < 127 ; move3 = move3+1) begin
			mem[3][move3][7:0] = mem[3][move3+1][7:0] ;
		end
		mem[3][127][7:0] = temp3[7:0];
end
	always@(negedge divider[22]) begin
	if (init4 == 0) begin
		mem[4][0] = 8'b11111100;
		mem[4][1] = 8'b11111100;
		mem[4][2] = 8'b11111100;
		mem[4][3] = 8'b11111100;
		mem[4][4] = 8'b11111100;
		mem[4][5] = 8'b11111100;
		mem[4][15] = 8'b11111100;
		mem[4][16] = 8'b11111100;
		mem[4][17] = 8'b11111100;
		mem[4][18] = 8'b11111100;
		mem[4][19] = 8'b11111100;
		mem[4][20] = 8'b11111100;
		mem[4][50] = 8'b11111100;
		mem[4][51] = 8'b11111100;
		mem[4][52] = 8'b11111100;
		mem[4][53] = 8'b11111100;
		mem[4][54] = 8'b11111100;
		mem[4][55] = 8'b11111100;
		init4 = 1;
	end
		temp4[7:0] = mem[1][0][7:0] ;
		for ( move4 = 0; move4 < 127 ; move4 = move4+1) begin
			mem[4][move4][7:0] = mem[4][move4+1][7:0] ;
		end
		mem[4][127][7:0] = temp4[7:0];
end
	always@(negedge divider[23]) begin
	if (init5 == 0) begin
		mem[5][0] = 8'b11111100;
		mem[5][1] = 8'b11111100;
		mem[5][2] = 8'b11111100;
		mem[5][3] = 8'b11111100;
		mem[5][4] = 8'b11111100;
		mem[5][5] = 8'b11111100;
		init5 = 1;
	end
		temp5[7:0] = mem[5][0][7:0] ;
		for ( move5 = 0; move5 < 127 ; move5 = move5+1) begin
			mem[5][move5][7:0] = mem[5][move5+1][7:0] ;
		end
		mem[5][127][7:0] = temp5[7:0];
end
	always@(negedge divider[28]) begin
	if (init6 == 0) begin
		init6 = 1;
	end
		for ( move6 = 0; move6 < 128 ; move6 = move6+1) begin
			temp6 = (pos6+move6)%128;
			mem[6][move6][7:0] = {1'b0, lane6[temp6],lane6[temp6],lane6[temp6],lane6[temp6],lane6[temp6],lane6[temp6],1'b0} ;
		end
		pos6 =(pos6 == 127)? 0 : pos6 + 1;
end
always @ (posedge clk) divider <= divider + 1;
	always@(posedge divider[8]) begin
		count <= count + 1;
		reset <= 1;
		cs1 <= 1; 
		cs2 <= 1;
		if(count <= 9)
			begin lcd_rs <= 0; lcd_rw <= 0; lcd_e <= 0; lcd_data <= 8'b00000000; end
		else if(count == 10)
			begin lcd_rs <= 0; lcd_rw <= 0; lcd_data <= 8'b00111111; lcd_e <= 1; end
		else if(count == 11)
			lcd_e <= 0;
		else if(count == 12)
			begin lcd_rs <= 0; lcd_rw <= 0; lcd_data <= 184+page; lcd_e <= 1; end
		else if(count == 13)
			lcd_e <= 0;
		else if(count == 14)
			begin lcd_rs <= 0; lcd_rw <= 0; lcd_data <= 64+col ; lcd_e <= 1; end
		else if(count == 15)
			lcd_e <= 0;
		else begin		
			if(!already_on) begin
				if (i <64 ) begin
					cs1 <= 1;
					cs2 <= 0;
				end 
				else if (i > 63) begin
					cs1 <= 0;
					cs2 <= 1;
				end
				lcd_rs <=1 ; 
				lcd_rw <= 0; 
				lcd_data = (page <4 && page>0)? 8'b11111111-mem[page][i] : mem[page][i];
				lcd_e <= 1; 
				i <= i+1;
				already_on <= 1;
				if (i == 128) begin
					i <= 0;
					page = (page ==7)? 0 : page+ 1 ;
					count <= 10;
				end
			end
			else begin
				already_on <= 0;
				lcd_e <= 0;
			end
		end
end		
endmodule
==> notes.md <==
Implementation results are summarized by area below.

Status
The run stopped with a tool error. The last stage reached is 5_1_grt. The tool reported: "[ERROR GRT-0116] Global routing finished with congestion. Check the congestion regions in the DRC Viewer".

Yosys
The number of cells reported by Yosys stat comes to 12.1k. The area fraction of the largest cell type after synthesis is 0.692. For this run, the leading register cell type out of synthesis is dfxtp_1. The flop and latch count out of synthesis is 5304.

Dividing the synthesized area by the synthesized cell count gives 12.5 µm². The largest total area in the synthesized netlist belongs to dfxtp_1. Yosys reports a chip area of 151000 µm². In this run, synthesis inferred 70 flip-flops with an integrated enable. The warning tally printed by Yosys for this design is a little under 2k.

The distinct cell type count after synthesis is 123. By area the synthesized netlist is led by dfxtp_1 69%, a22oi_1 5.2%, a221oi_1 3.0%. The netlist area before placement is ~150000 µm². The cell count after synthesis is ~12k. Per Yosys stat, the portion of area used by sequential elements is 0.706. The fraction of registers with async set/reset is 0.

Global route
The first global-routing pass estimated roughly 1900000 µm of wire. Per the GRT congestion report, total overflow comes to about 14k. The number of global-route vias before repair was roughly 160k. The total routing usage reported by global routing is 0.980. The pin count of the biggest net entering global routing is between 200 and 250.

Placement
The number of buffers inserted by port buffering is 12. The final weighted congestion in routability-driven placement is around 1.6. The number of cells in the design after placement is ~17k. The HPWL after detailed placement is a little over 900000 µm.

Clock tree
In this run the deepest clock path goes through 2 buffers. After clock tree synthesis, the repair step resized 0 gates. Counting the buffers created by CTS gives 3. Per the CTS log, the maximum H-tree level is 1. The CTS root buffer is clkbuf_16.

In this run the post-CTS setup repair buffer count came out at 0. The post-CTS hold buffer count recorded in the log is 0.

STA
The number of unconstrained endpoints is between 5k and 6k. The timer found 5279 register pins that no clock reaches; their paths are not timed.

Floorplan
In this run the core area contains ~200 standard-cell rows. The x dimension of the die is about 550 µm. The die is ~550 µm tall. 17 I/O pins were placed. The floorplan step records an initial core utilization of 0.504.
[cell usage after synthesis, drive strengths merged (19+ instances only)]
cell        n
o22ai      20
dfxtp    5234
nand2     541
nand3     316
o31ai      22
xnor2     142
buf        54
o211ai     27
nor2b      20
a31oi      30
nand2b    334
a222oi    294
a221oi    527
a22oi    1051
nor3      130
a2111oi    30
o2111ai    26
nor2      888
edfxtp     70
inv        69
and3       64
a211oi     35
ha         39
or3        22
nand4     449
a22o      467
mux2i      20
and2      134
nor4      246
a21oi     153
clkbuf    220
xor2       51
or4        22
o21ai     128
or2        19
[layer usage]
metal  global-route usage  overflow
met1                0.966      2297
met2                 1.06      7006
met3                0.939      1990
met4                0.928      2537
met5                0.834       235
[cell families after synthesis]
logic type / count (synthesis) / synth area share
multiplexers: 24 / 0.00170
flip-flops: 5304 / 0.706
AND-OR/OR-AND: 2990 / 0.160
AND/OR/NAND/NOR: 3230 / 0.108
adder cells (fa/ha/maj): 42 / 0.00349
buffers and inverters: 344 / 0.00914
other: 2 / 0.0000496
XOR/XNOR: 194 / 0.0114
[metrics by stage]
| step | utilization | setup WS, ns | cell area, µm² |
|---|---|---|---|
| 4_1_cts | 0.550 | 57.55 | 165000 |
| 3_5_place_dp | 0.549 | 57.60 | 165000 |
| 3_3_place_gp | 0.549 | 57.50 | 165000 |
| 2_1_floorplan | - | 47.72 | 151000 |
